## /design/flow/design.v

```verilog
package nn_config_pkg;
	parameter bit pretrained = 1'b1;
	parameter bit sim_read_file = 1'b1;
	parameter int num_layers = 5;
	parameter int data_width = 16;
	parameter int weight_int_width = 1;
	parameter int sig_size = 10;
	parameter int num_neuron_layer1 = 30;
	parameter int num_weight_layer1 = 784;
	parameter string layer1_act_type = "sigmoid";
	parameter int num_neuron_layer2 = 30;
	parameter int num_weight_layer2 = 30;
	parameter string layer2_act_type = "sigmoid";	
	parameter int num_neuron_layer3 = 10;
	parameter int num_weight_layer3 = 30;
	parameter string layer3_act_type = "sigmoid";	
	parameter int num_neuron_layer4 = 10;
	parameter int num_weight_layer4 = 10;
	parameter string layer4_act_type = "sigmoid";	
	parameter int num_neuron_layer5 = 10;
	parameter int num_weight_layer5 = 10;
	parameter string layer5_act_type = "hardmax";	
	parameter string base_direction = "C:/SystemVerilog_NPU/";
   parameter string L1_BIAS_FILE [0:29] = '{
	 "b_1_0.mif", "b_1_1.mif", "b_1_2.mif", "b_1_3.mif", "b_1_4.mif",
	 "b_1_5.mif", "b_1_6.mif", "b_1_7.mif", "b_1_8.mif", "b_1_9.mif",
	 "b_1_10.mif","b_1_11.mif","b_1_12.mif","b_1_13.mif","b_1_14.mif",
	 "b_1_15.mif","b_1_16.mif","b_1_17.mif","b_1_18.mif","b_1_19.mif",
	 "b_1_20.mif","b_1_21.mif","b_1_22.mif","b_1_23.mif","b_1_24.mif",
	 "b_1_25.mif","b_1_26.mif","b_1_27.mif","b_1_28.mif","b_1_29.mif"
	};
   parameter string L1_WEIGHT_FILE [0:29] = '{
    "w_1_0.mif", "w_1_1.mif", "w_1_2.mif", "w_1_3.mif", "w_1_4.mif",
    "w_1_5.mif", "w_1_6.mif", "w_1_7.mif", "w_1_8.mif", "w_1_9.mif",
    "w_1_10.mif","w_1_11.mif","w_1_12.mif","w_1_13.mif","w_1_14.mif",
    "w_1_15.mif","w_1_16.mif","w_1_17.mif","w_1_18.mif","w_1_19.mif",
    "w_1_20.mif","w_1_21.mif","w_1_22.mif","w_1_23.mif","w_1_24.mif",
    "w_1_25.mif","w_1_26.mif","w_1_27.mif","w_1_28.mif","w_1_29.mif"
	};
	parameter string L2_BIAS_FILE [0:29] = '{
    "b_2_0.mif", "b_2_1.mif", "b_2_2.mif", "b_2_3.mif", "b_2_4.mif",
    "b_2_5.mif", "b_2_6.mif", "b_2_7.mif", "b_2_8.mif", "b_2_9.mif",
    "b_2_10.mif","b_2_11.mif","b_2_12.mif","b_2_13.mif","b_2_14.mif",
    "b_2_15.mif","b_2_16.mif","b_2_17.mif","b_2_18.mif","b_2_19.mif",
    "b_2_20.mif","b_2_21.mif","b_2_22.mif","b_2_23.mif","b_2_24.mif",
    "b_2_25.mif","b_2_26.mif","b_2_27.mif","b_2_28.mif","b_2_29.mif"
  };
  parameter string L2_WEIGHT_FILE [0:29] = '{
    "w_2_0.mif", "w_2_1.mif", "w_2_2.mif", "w_2_3.mif", "w_2_4.mif",
    "w_2_5.mif", "w_2_6.mif", "w_2_7.mif", "w_2_8.mif", "w_2_9.mif",
    "w_2_10.mif","w_2_11.mif","w_2_12.mif","w_2_13.mif","w_2_14.mif",
    "w_2_15.mif","w_2_16.mif","w_2_17.mif","w_2_18.mif","w_2_19.mif",
    "w_2_20.mif","w_2_21.mif","w_2_22.mif","w_2_23.mif","w_2_24.mif",
    "w_2_25.mif","w_2_26.mif","w_2_27.mif","w_2_28.mif","w_2_29.mif"
  };
  parameter string L3_BIAS_FILE [0:9] = '{
    "b_3_0.mif", "b_3_1.mif", "b_3_2.mif", "b_3_3.mif", "b_3_4.mif",
    "b_3_5.mif", "b_3_6.mif", "b_3_7.mif", "b_3_8.mif", "b_3_9.mif"
  };
  parameter string L3_WEIGHT_FILE [0:9] = '{
    "w_3_0.mif", "w_3_1.mif", "w_3_2.mif", "w_3_3.mif", "w_3_4.mif",
    "w_3_5.mif", "w_3_6.mif", "w_3_7.mif", "w_3_8.mif", "w_3_9.mif"
  };
  parameter string L4_BIAS_FILE [0:9] = '{
    "b_4_0.mif", "b_4_1.mif", "b_4_2.mif", "b_4_3.mif", "b_4_4.mif",
    "b_4_5.mif", "b_4_6.mif", "b_4_7.mif", "b_4_8.mif", "b_4_9.mif"
  };
  parameter string L4_WEIGHT_FILE [0:9] = '{
    "w_4_0.mif", "w_4_1.mif", "w_4_2.mif", "w_4_3.mif", "w_4_4.mif",
    "w_4_5.mif", "w_4_6.mif", "w_4_7.mif", "w_4_8.mif", "w_4_9.mif"
  };
endpackage: nn_config_pkg
import nn_config_pkg::*;
module neuron_opt
	#(
		parameter int num_weight = 784,
		parameter int data_width = 16,
		parameter int sigmoid_size = 10,
		parameter int parallelism = 4,
		parameter base_dir = "C:/SystemVerilog_NPU/",
		parameter bias_file = "b_1_0.mif",
		parameter weight_file = "w_1_0.mif",
		parameter bias_file_abs = {base_dir, bias_file},
		parameter weight_file_abs = {base_dir, weight_file}
	)(
		input logic clk,
		input logic rst,
		input logic [parallelism-1:0][data_width-1:0] myinput,
		input logic myinputvalid,
		output logic [data_width-1:0] output_data,
		output logic outvalid
	);
	localparam int address_width = $clog2(num_weight);
	localparam int num_lines = num_weight / parallelism;
	logic [31:0] bias_mem[0:0];
	logic signed [2*data_width-1:0] bias_reg;
	logic ren;
	logic [address_width-1:0] r_addr;
	logic [parallelism-1:0][data_width-1:0] wout_raw;
	logic signed [parallelism-1:0][data_width-1:0] wout;
	logic signed [parallelism-1:0][data_width-1:0] myinputd;
	logic signed [parallelism-1:0][2*data_width-1:0] mul;
	logic signed [2*data_width-1:0] sum;
	logic signed [2*data_width + parallelism:0] p_sum; 
	logic weightvalid;
	logic multvalid;
	logic muxvalid;
	logic muxvalid_d;
	logic muxvalid_f; 
	logic sigvalid;
	logic outvalid_i;
	logic signed [2*data_width + parallelism + 1:0] comboadd;
	logic signed [2*data_width:0] biasadd;
	logic signed [2*data_width-1:0] pos_sat;
	logic signed [2*data_width-1:0] neg_sat;
	logic [data_width-1:0] act_out_sigmoid;
	logic [sigmoid_size-1:0] sig_x;
	initial begin
		$readmemb(bias_file_abs, bias_mem);
	end 
	always_ff @(posedge clk) begin
		bias_reg <= signed'(bias_mem[0][data_width-1:0]) << data_width;
	end
	assign ren = myinputvalid; 
	always_ff @(posedge clk) begin
		if (rst || outvalid_i) begin
			r_addr <= '0;
		end else if(myinputvalid) begin
			r_addr <= r_addr + 1;
		end
	end
	always_ff @(posedge clk) begin
		for (int i = 0; i < parallelism; i++) begin
			myinputd[i] <= signed'(myinput[i]);
			mul[i] <= myinputd[i] * wout[i];
		end
	end
	always_comb begin
		for (int i = 0; i < parallelism; i++) begin
			wout[i] = signed'(wout_raw[i]);
		end
	end
	assign muxvalid = multvalid;  
	always_ff @(posedge clk) begin
		weightvalid <= myinputvalid;
		multvalid <= weightvalid;
		muxvalid_d <= muxvalid;
		muxvalid_f <= (! muxvalid) && (muxvalid_d);  
		if ((r_addr == num_lines) && muxvalid_f) begin
			sigvalid <= 1'b1;
		end else begin
			sigvalid <= 1'b0;
		end
		outvalid_i <= sigvalid;
	end
	assign pos_sat = {1'b0, {(2*data_width-1){1'b1}}};  
	assign neg_sat = {1'b1, {(2*data_width-1){1'b0}}};  
	always_comb begin
		p_sum = 0;
		for(int i = 0; i < parallelism; i++) begin
			p_sum = p_sum + mul[i];
		end
		comboadd = p_sum + sum;
		biasadd = bias_reg + p_sum + sum;
	end
	always_ff @(posedge clk) begin
		if(rst || outvalid_i) begin
			sum <= '0;
		end else if ((r_addr == num_lines) && muxvalid_f) begin
			if (!bias_reg[2*data_width-1] && !sum[2*data_width-1] && biasadd[2*data_width]) begin
				sum <= pos_sat;
			end else if (bias_reg[2*data_width-1] && sum[2*data_width-1] && !biasadd[2*data_width]) begin
				sum <= neg_sat;
			end else begin
				sum <= biasadd[2*data_width-1:0];
			end
		end else if (muxvalid) begin
			if(!p_sum[2*data_width + parallelism] && !sum[2*data_width-1] && comboadd[2*data_width + parallelism + 1]) begin
				sum <= pos_sat;
			end else if (p_sum[2*data_width + parallelism] && sum[2*data_width-1] && !comboadd[2*data_width + parallelism + 1]) begin
				sum <= neg_sat;
			end else begin
				sum <= comboadd[2*data_width-1:0];
			end
		end
	end
	weight_memory_opt#(
		.num_weight_lines(num_lines),
		.data_width(data_width * parallelism), 
		.parallelism(parallelism),
		.address_width(address_width),
		.weight_file(weight_file_abs)
	)u_weight_memory_opt(
		.clk(clk),
		.ren(ren),
		.radd(r_addr),
		.wout(wout_raw)
	);
	assign sig_x = sum[2*data_width-1 -:sigmoid_size];
	sig_rom#(
		.in_width(sigmoid_size),
		.data_width(data_width),
		.base_dir(base_dir),
		.sigmoid_file("sigContent.mif")
	)u_sig_rom(
		.clk(clk),
		.x(sig_x),
		.output_data(act_out_sigmoid)
	);
	assign output_data = act_out_sigmoid;
	assign outvalid = outvalid_i;
endmodule
import nn_config_pkg::*;
module sig_rom
	#(
		parameter int in_width = sig_size,
		parameter int data_width = 16,
		parameter base_dir = "C:/SystemVerilog_NPU/",
		parameter sigmoid_file = "sigContent.mif",
		parameter sigmoid_file_abs = {base_dir, sigmoid_file}
	)(
		input logic clk,
		input logic [in_width-1:0] x, 
		output logic [data_width-1:0] output_data		
	);
	localparam int depth = 1 << in_width;
	logic [data_width-1:0] mem[0:depth-1];
	logic [in_width-1:0] y;
	initial begin
		$readmemb(sigmoid_file_abs, mem);
	end
	always_ff @(posedge clk) begin
		y <= {~x[in_width-1], x[in_width-2:0]}; 
	end
	assign output_data = mem[y];
endmodule
import nn_config_pkg::*;
module weight_memory_opt
	#(	
		parameter int num_weight_lines = 196,
		parameter int data_width = 64, 
		parameter int parallelism = 4,
		parameter int address_width = 10,
		parameter weight_file = "C:/VHDL_training/Neural/w_1_15.mif"
	)(
		input logic clk,		
		input logic ren,
		input logic [address_width-1:0] radd,
		output logic [data_width-1:0] wout
	);
	localparam int element_width = data_width / parallelism;
	localparam int file_depth = num_weight_lines * parallelism;
	logic [element_width-1:0] mem[0:file_depth-1];
	initial begin
		$readmemb(weight_file, mem); 
	end
	always_ff @(posedge clk) begin
		if (ren) begin
			for (int i = 0; i < parallelism; i++) begin
				wout[i*element_width +: element_width] <= mem[radd * parallelism + i];
			end
		end
	end 		
endmodule
```

## /design/flow/run.sh

```bash
#!/bin/bash
# OpenROAD 26Q1-2900-gdf79404cd8, Yosys 0.63+post, stock flow scripts
make -C /OpenROAD-flow-scripts/flow DESIGN_CONFIG=/design/flow/config.mk WORK_HOME=/design/flow/orfs finish
```

## /design/flow/config.mk

```make
export PLATFORM = sky130hd
export DESIGN_NAME = neuron_opt
export DESIGN_NICKNAME = neuron_opt
export VERILOG_FILES = /design/flow/design.v
export SDC_FILE = /design/flow/constraint.sdc
export NUM_CORES = 4
export LEC_CHECK = 1
export CORE_AREA = 10 10 72 72
export DIE_AREA = 0 0 82 82
export SYNTH_HDL_FRONTEND = slang
export SYNTH_MEMORY_MAX_BITS = 65536
```

## /design/flow/constraint.sdc

```tcl
current_design neuron_opt

set clk_period 2.2
set clk_io_pct 0.2

create_clock -name clk0 -period $clk_period [get_ports {clk}]

set non_clock_inputs [all_inputs -no_clocks]
set_input_delay [expr $clk_period * $clk_io_pct] -clock clk0 $non_clock_inputs
set_output_delay [expr $clk_period * $clk_io_pct] -clock clk0 [all_outputs]
```

==> flow_summary.ini <==
; implementation run metrics
[setup_path]
crit_family = simple AND/OR/NAND/NOR gates
required_ps = 2380
critical_path_buf_inv_count = 1
startpoint_type = input pin
path_type_of_the_worst_setup_path = input pin to register
critical-path-max-stage-delay_ps = 550
worstPathMaxFanout = 7
crit_path_cell_chain = clkdlybuf4s50_1 -> nand4_4 -> or4_1 -> a21oi_1
crit_path_end_kind = register
critical_path.slowest_cell = clkdlybuf4s50_1
cp.arrival_ps = 1800

[global_routing]
grt_util_all_layers_pct = 3.476
grt_remaining_overflow = 0
grt_pass1_wl_um = 1911
vias_in_the_first_global_route = 463
number_of_antenna_violations_at_the_first_check_in_global_routing = 0
grt_max_degree = 11

[pwr]
power.share.switching_pct = 19.63
net-switching-power_w = 0.0001144
power.combinational.fraction_pct = 4.4
power.density_cell_area_nw_per_um2 = 710.3
cellLeakagePower_nw = 0.3016
power.share.sequential_pct = 52.3
worst_ir_drop_vdd_mv = 0.3243
internal_power_w = 0.0004686
clkPwrFrac_pct = 43.3

[clocking]
postCtsHoldBufs = 0
max-clock-path-buffers = 2
cts_tree = built
clock_latency_ps = 240
post_cts_setup_buffer_count = 0
cts.clk_slew.worst_paths_ps = 60
post_cts_sizing = 0
clock_sink_count = 16
cts-root-buf = clkbuf_8
cts-htree-levels = 1
cts-buffers-inserted = 3

[logic_synthesis]
syn-instance-count = 78
ys_seq_share_pct = 43.24
syn-mean-instance-area_um2 = 9.496
synth_cell_type_count = 26
top_area_share_pct = 43.24
yosysCellCount = 78
ys_ff = 16
synth-edff-count = 0
ys_top_cells_by_area = dfxtp_1 43%, buf_4 16%, xor2_1 3.5%, a21oi_1 3.4%, ha_1 3.4%
synth_async_sr_flop_share_pct = 0
synth_area_um2 = 740.7
synthesis.yosys.warnings = 0
ys_dominant_reg_cell = dfxtp_1
ys_chip_area_um2 = 740.7
synth.largest_area_cell = dfxtp_1
netlist_top_cells_count = 16 x buf_4, 16 x dfxtp_1, 5 x a21oi_1, 5 x nor2_1

[finish]
num-fill-cells = 405
register_area_um2 = 320.3
fin_util_pct = 22.25
multi_input_gate_area_in_the_final_layout_um2 = 336.6
finalInstanceArea_um2 = 820.8
synthToLayoutAreaGrowth_pct = 10.81
final_layout_size_suffix_gt1_share_pct = 10.84

[final_timing]
rsz0062_at_grt = no
clock.fmax_mhz = 617.3
timing.setup.tns_ps = 0
final_max_slew_viol_count = 0
layout_worst_path_cycle_share_pct = 73.64
worst_hold_slack_ps = 328.5
timing_hold_violations_final = 0
setup_ws_final_ps = 580.0
setup_viol = 0
fin_worst_skew_ps = 0.7399
timing.final.crit_period_ps = 1620

[drt]
drt_iter0_drc = 18
route.antenna.diode_count = 0
route.detailed.vias_per_inst = 3.588
route.detailed.drc = 0
detailroute.via_count = 470
postRouteAntennaNets = 0
drt_pass1_iterations = 2
routed_length_per_instance_um = 8.779
routed_wl_um = 1150

[die]
rows = 22
die-width_um = 82
ios = 84
core-area_um2 = 3689
core_utilization_before_placement_pct = 20.08
die.size.y_um = 82
chip_area_um2 = 6724

[placement]
buffer_ports.inserted = 3
detailedPlace.worstSlack_ps = 314.5
post_dp_cell_area_um2 = 765.7
routabilityCongestion = 0.7012
detailed_place_hpwl_um = 904.2

[worst_hold_path]
min_path_type = register to register

[status]
outcome = complete, no violations

[job]
log.warning_count = 90
max-cap-violations = 0
## registers in the layout (all words and copies together), names as in the netlist
name and flops:
multvalid 1, muxvalid_d 1, muxvalid_f 1, outvalid 1
r_addr 10, sigvalid 1, weightvalid 1
## metal layers
metal  share of wire (%)  global-route usage (%)
met1                  52                   4.867
met2                  40                   4.781
met3                 7.8                   1.982
met4                   0                  0.1701
met5                   0                       0
## cell type report
cell class                      instances  share of cell area [%]
Timing Repair Buffer                    4                   4.573
Sequential cell                        16                   39.02
Clock buffer                            4                   6.707
Multi-Input combinational cell         56                   41.01
Tap cell                               48                   7.317
Inverter                                3                   1.372
## through the flow
stage / power, W / std cells
finish: 0.0005830 / 131
global route: 0.0006084 / 131
CTS: 0.0005896 / 131
detailed placement: 0.0003378 / 127
global placement: 0.0003383 / 127
floorplan: 0.0003473 / 93
## worst paths after layout
check | from | endpoint | slack [ps] | cells past startpoint
max reg2reg | r_addr[0] | r_addr[8] | 680 | 4
min reg2reg | weightvalid | multvalid | 330 | 0
min | weightvalid | multvalid | 330 | 0
max | myinputvalid | r_addr[9] | 580 | 4
## placed cells by master, fill, tap and decap left out, types with 2 or more instances in the layout
master and instances:
nand3_1 2, inv_1 3, or4_1 3, ha_1 2, o31ai_1 3, a21oi_1 5, clkdlybuf4s50_1 3, nand4_1 2
nor2_1 5, o21ai_0 2, clkbuf_8 4, conb_1 16, xor2_1 3, dfxtp_1 16, nand2_1 3
## power groups by stage
stage	Sequential, W	Combinational [W]	Clock, W
after CTS	0.000305	0.0000270	0.000258
final	0.000305	0.0000257	0.000252
after global routing	0.000306	0.0000299	0.000273
## logic make-up after synthesis
group	count (synthesis)	synth area share, %
mux	1	1.351
fa+ha+maj	2	3.378
compound gates	10	7.770
other cells	1	0.5063
buf+inv	21	18.92
simple gates	23	20.10
xor+xnor	4	4.731
flops	16	43.24
Power is estimated from default activity; no workload was simulated.
